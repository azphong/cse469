==> flow/design.v <==
module alu (a, b, ALUControl, Result, ALUFlags);
	input  logic  [31:0] a, b;
	input  logic [1:0] ALUControl;
	output logic [31:0] Result;
	output logic [3:0] ALUFlags;
	logic cout, x, diff_sign;
	logic [31:0] sum, b_mod;
	assign x = ~ALUControl[0] & ~ALUControl[1] & (a[31] == b[31]);
	assign diff_sign = a[31] ^ sum[31];
	fulladder32 FA(.A(a), .B(b_mod), .cin(ALUControl[0]), .sum(sum), .cout(cout));
   always_comb begin
		case (ALUControl[0])
			1'b0: b_mod = b;
			1'b1: b_mod = ~b;
		endcase;
		case (ALUControl)
			2'b00: Result = sum; 
         2'b01: Result = sum; 
			2'b10: Result = a & b;
			2'b11: Result = a | b;
      endcase
      ALUFlags[3] = Result[31];
      ALUFlags[2] = (Result == 32'b0);
		ALUFlags[1] = ~ALUControl[1] & cout;
      ALUFlags[0] = x & diff_sign & ~ALUControl[1];
	end
endmodule
module fulladder (A, B, cin, sum, cout);
	input logic A, B, cin;
	output logic sum, cout;
	assign sum = A ^ B ^ cin;
	assign cout = A&B | cin & (A^B);
endmodule
module fulladder_testbench();
	logic A, B, cin, sum, cout;
	fulladder dut (A, B, cin, sum, cout);
	integer i;
	initial begin
		for(i=0; i<2**3; i++) begin
		 {A, B, cin} = i; #10;
		end  
	end  
endmodule
module fulladder32 (A, B, cin, sum, cout);
	input logic [31:0] A;
	input logic [31:0] B;
	input logic cin;
	output logic [31:0] sum;
	output logic cout;
	logic c0, c1, c2, c3, c4, c5, c6, c7, c8, c9, c10, c11, c12, c13, c14, c15, c16, c17, c18, c19, c20, c21, c22, c23, c24, c25, c26, c27, c28, c29, c30;
	fulladder FA0(.A(A[0]), .B(B[0]), .cin(cin), .sum(sum[0]), .cout(c0));
	fulladder FA1(.A(A[1]), .B(B[1]), .cin(c0), .sum(sum[1]), .cout(c1));
	fulladder FA2(.A(A[2]), .B(B[2]), .cin(c1), .sum(sum[2]), .cout(c2));
	fulladder FA3(.A(A[3]), .B(B[3]), .cin(c2), .sum(sum[3]), .cout(c3));
	fulladder FA4(.A(A[4]), .B(B[4]), .cin(c3), .sum(sum[4]), .cout(c4));
	fulladder FA5(.A(A[5]), .B(B[5]), .cin(c4), .sum(sum[5]), .cout(c5));
	fulladder FA6(.A(A[6]), .B(B[6]), .cin(c5), .sum(sum[6]), .cout(c6));
	fulladder FA7(.A(A[7]), .B(B[7]), .cin(c6), .sum(sum[7]), .cout(c7));
	fulladder FA8(.A(A[8]), .B(B[8]), .cin(c7), .sum(sum[8]), .cout(c8));
	fulladder FA9(.A(A[9]), .B(B[9]), .cin(c8), .sum(sum[9]), .cout(c9));
	fulladder FA10(.A(A[10]), .B(B[10]), .cin(c9), .sum(sum[10]), .cout(c10));
	fulladder FA11(.A(A[11]), .B(B[11]), .cin(c10), .sum(sum[11]), .cout(c11));
	fulladder FA12(.A(A[12]), .B(B[12]), .cin(c11), .sum(sum[12]), .cout(c12));
	fulladder FA13(.A(A[13]), .B(B[13]), .cin(c12), .sum(sum[13]), .cout(c13));
	fulladder FA14(.A(A[14]), .B(B[14]), .cin(c13), .sum(sum[14]), .cout(c14));
	fulladder FA15(.A(A[15]), .B(B[15]), .cin(c14), .sum(sum[15]), .cout(c15));
	fulladder FA16(.A(A[16]), .B(B[16]), .cin(c15), .sum(sum[16]), .cout(c16));
	fulladder FA17(.A(A[17]), .B(B[17]), .cin(c16), .sum(sum[17]), .cout(c17));
	fulladder FA18(.A(A[18]), .B(B[18]), .cin(c17), .sum(sum[18]), .cout(c18));
	fulladder FA19(.A(A[19]), .B(B[19]), .cin(c18), .sum(sum[19]), .cout(c19));
	fulladder FA20(.A(A[20]), .B(B[20]), .cin(c19), .sum(sum[20]), .cout(c20));
	fulladder FA21(.A(A[21]), .B(B[21]), .cin(c20), .sum(sum[21]), .cout(c21));
	fulladder FA22(.A(A[22]), .B(B[22]), .cin(c21), .sum(sum[22]), .cout(c22));
	fulladder FA23(.A(A[23]), .B(B[23]), .cin(c22), .sum(sum[23]), .cout(c23));
	fulladder FA24(.A(A[24]), .B(B[24]), .cin(c23), .sum(sum[24]), .cout(c24));
	fulladder FA25(.A(A[25]), .B(B[25]), .cin(c24), .sum(sum[25]), .cout(c25));
	fulladder FA26(.A(A[26]), .B(B[26]), .cin(c25), .sum(sum[26]), .cout(c26));
	fulladder FA27(.A(A[27]), .B(B[27]), .cin(c26), .sum(sum[27]), .cout(c27));
	fulladder FA28(.A(A[28]), .B(B[28]), .cin(c27), .sum(sum[28]), .cout(c28));
	fulladder FA29(.A(A[29]), .B(B[29]), .cin(c28), .sum(sum[29]), .cout(c29));
	fulladder FA30(.A(A[30]), .B(B[30]), .cin(c29), .sum(sum[30]), .cout(c30));
	fulladder FA31(.A(A[31]), .B(B[31]), .cin(c30), .sum(sum[31]), .cout(cout));
endmodule
module fulladder32_testbench();
	logic [31:0] A, B, sum;
	logic cin, cout;
	fulladder32 dut (A, B, cin, sum, cout);
	integer i;
	initial begin
		 A = 32'd15; B = 32'd16; cin = 1'b0; #10;
		 A = 32'd15; B = 32'd16; cin = 1'b1; #10;
		 A = 32'd15; B = 32'd163; cin = 1'b0; #10;
		 A = 32'd15; B = 32'd216; cin = 1'b0; #10;
		 A = 32'd15; B = 32'd146; cin = 1'b0; #10;
	end  
endmodule
module reg_file (clk, wr_en, write_data, write_addr, read_addr1, read_addr2, read_data1, read_data2);
	input  logic  clk, wr_en;
	input	 logic [3:0] write_addr, read_addr1, read_addr2;
	input	 logic [31:0] write_data;
	output logic [31:0] read_data1, read_data2;
	logic [15:0][31:0] memory;
	always_ff @(posedge clk) begin
		if(wr_en) begin
			memory[write_addr] <= write_data;
		end
	end
	always_comb begin
		read_data1 <= memory[read_addr1];
		read_data2 <= memory[read_addr2];
	end
endmodule
module arm (
    input  logic        clk, rst,
    input  logic [31:0] Instr,
    input  logic [31:0] ReadData,
    output logic [31:0] WriteData, 
    output logic [31:0] PC, ALUResult,
    output logic        MemWrite
);
    logic [31:0] PCPrime, PCPlus4, PCPlus8;  
    logic [ 3:0] RA1, RA2;                   
    logic [31:0] RD1, RD2;                   
    logic [ 3:0] ALUFlags;                   
    logic [31:0] ExtImm, SrcA, SrcB;         
    logic [31:0] Result;                     
    logic PCSrc, MemtoReg, ALUSrc, RegWrite, FlagWrite;
    logic [1:0] RegSrc, ImmSrc, ALUControl;
	 logic [3:0] FlagsReg, cond;
    assign PCPrime = PCSrc ? Result : PCPlus4;   
    assign PCPlus4 = PC + 'd4;                   
    assign PCPlus8 = PCPlus4 + 'd4;              
    always_ff @(posedge clk) begin
        if (rst) PC <= '0;
        else     PC <= PCPrime;
    end
    assign RA1 = RegSrc[0] ? 4'd15        : Instr[19:16];
    assign RA2 = RegSrc[1] ? Instr[15:12] : Instr[ 3: 0];
    reg_file u_reg_file (
        .clk       (clk), 
        .wr_en     (RegWrite),
        .write_data(Result),
        .write_addr(Instr[15:12]),
        .read_addr1(RA1), 
        .read_addr2(RA2),
        .read_data1(RD1), 
        .read_data2(RD2)
    );
    always_comb begin
        if      (ImmSrc == 'b00) ExtImm = {{24{Instr[7]}},Instr[7:0]};           
        else if (ImmSrc == 'b01) ExtImm = {20'b0, Instr[11:0]};                  
        else                     ExtImm = {{6{Instr[23]}}, Instr[23:0], 2'b00};  
    end
    assign WriteData = (RA2 == 'd15) ? PCPlus8 : RD2;            
    assign SrcA      = (RA1 == 'd15) ? PCPlus8 : RD1;            
    assign SrcB      = ALUSrc        ? ExtImm  : WriteData;      
    alu u_alu (
        .a          (SrcA), 
        .b          (SrcB),
        .ALUControl (ALUControl),
        .Result     (ALUResult),
        .ALUFlags   (ALUFlags)
    );
    assign Result = MemtoReg ? ReadData : ALUResult;     
	 always_ff @(posedge clk) begin
			if (FlagWrite) FlagsReg = ALUFlags;
	 end
    assign cond = Instr[31:28];
    always_comb begin
        casez (Instr[27:20])
            8'b00?_0100_0 : begin    
                PCSrc    = 0;
                MemtoReg = 0; 
                MemWrite = 0; 
                ALUSrc   = Instr[25];  
                RegWrite = 1;
                RegSrc   = 'b00;
                ImmSrc   = 'b00; 
                ALUControl = 'b00;
					 FlagWrite = 0;
            end
            8'b00?_0010_0 : begin    
                PCSrc    = 0; 
                MemtoReg = 0; 
                MemWrite = 0; 
                ALUSrc   = Instr[25];  
                RegWrite = 1;
                RegSrc   = 'b00;
                ImmSrc   = 'b00; 
                ALUControl = 'b01;
					 FlagWrite = 0;
            end
            8'b000_0000_0 : begin
                PCSrc    = 0; 
                MemtoReg = 0; 
                MemWrite = 0; 
                ALUSrc   = 0; 
                RegWrite = 1;
                RegSrc   = 'b00;
                ImmSrc   = 'b00;     
                ALUControl = 'b10; 
					FlagWrite = 0; 
            end
            8'b000_1100_0 : begin
                PCSrc    = 0; 
                MemtoReg = 0; 
                MemWrite = 0; 
                ALUSrc   = 0; 
                RegWrite = 1;
                RegSrc   = 'b00;
                ImmSrc   = 'b00;     
                ALUControl = 'b11;
					 FlagWrite = 0;
            end
            8'b010_1100_1 : begin
                PCSrc    = 0; 
                MemtoReg = 1; 
                MemWrite = 0; 
                ALUSrc   = 1;
                RegWrite = 1;
                RegSrc   = 'b10;     
                ImmSrc   = 'b01; 
                ALUControl = 'b00;   
					 FlagWrite = 0;
            end
            8'b010_1100_0 : begin
					 PCSrc    = 0; 
					 MemtoReg = 0;  
					 MemWrite = 1; 
					 ALUSrc   = 1;
					 RegWrite = 0;
					 RegSrc   = 'b10;     
					 ImmSrc   = 'b01; 
					 ALUControl = 'b00;   
					 FlagWrite = 0;
            end
            8'b1010_???? : begin
					if((cond == 1110) ||
						(cond == 0000 && FlagsReg[2]) ||
						(cond == 0001 && !FlagsReg[2]) ||
						(cond == 1010 && (FlagsReg[3] == FlagsReg[0])) ||
						(cond == 1100 && !FlagsReg[3] && (FlagsReg[2] == FlagsReg[0])) ||
						(cond == 1101 && (FlagsReg[2] || (!FlagsReg[3] == FlagsReg[0]))) ||
						(cond == 1011 && (!FlagsReg[3] == FlagsReg[0]))
						) begin
						 PCSrc    = 1; 
						 MemtoReg = 0;
						 MemWrite = 0; 
						 ALUSrc   = 1;
						 RegWrite = 0;
						 RegSrc   = 'b01;
						 ImmSrc   = 'b10; 
						 ALUControl = 'b00;   
						 FlagWrite = 0;
					 end else begin
						 PCSrc    = 0; 
						 MemtoReg = 0; 
						 MemWrite = 0; 
						 ALUSrc   = 0; 
						 RegWrite = 0;
						 RegSrc   = 'b00;
						 ImmSrc   = 'b00;     
						 ALUControl = 'b00;
						 FlagWrite = 0;
					 end
            end
            8'b00?00101 : begin
					  PCSrc    = 0; 
					  MemtoReg = 0;
					  MemWrite = 0; 
					  ALUSrc   = Instr[25];
					  RegWrite = 1;
					  RegSrc   = 'b00;
					  ImmSrc   = 'b00; 
					  ALUControl = 'b01;   
					  FlagWrite = 1;
            end
			default: begin
					  PCSrc    = 0; 
					  MemtoReg = 0;  
					  MemWrite = 0; 
					  ALUSrc   = 0;
					  RegWrite = 0;
					  RegSrc   = 'b00;
					  ImmSrc   = 'b00; 
					  ALUControl = 'b00;   
					  FlagWrite = 0;
			end
        endcase
    end
endmodule
==> flow/run.sh <==
#!/bin/bash
# OpenROAD 26Q1-2900-gdf79404cd8, Yosys 0.63+post, stock flow scripts
make -C /OpenROAD-flow-scripts/flow DESIGN_CONFIG=/design/flow/config.mk WORK_HOME=/design/flow/orfs finish
==> flow/config.mk <==
export PLATFORM = sky130hd
export DESIGN_NAME = arm
export DESIGN_NICKNAME = arm
export VERILOG_FILES = /design/flow/design.v
export SDC_FILE = /design/flow/constraint.sdc
export NUM_CORES = 4
export LEC_CHECK = 1
export CORE_UTILIZATION = 40
==> flow/constraint.sdc <==
current_design arm

set clk_period 53.3
set clk_io_pct 0.2

create_clock -name clk0 -period $clk_period [get_ports {clk}]

set non_clock_inputs [all_inputs -no_clocks]
set_input_delay [expr $clk_period * $clk_io_pct] -clock clk0 $non_clock_inputs
set_output_delay [expr $clk_period * $clk_io_pct] -clock clk0 [all_outputs]
==> flow_summary.ini <==
; physical design summary
[status]
status = complete, no violations

[clock_network]
root_buffer = clkbuf_16
post_cts_buffers = 0
clock_sinks = 534
tritoncts = done
clk_pin_slew_worst_paths_ns = 0.06
h-tree-depth = 3
clk_latency_ns = 0.67
cts_max_path_buffers = 3
hold_buffers = 0
cts_buffers = 68
cts_resized = 0

[sta]
drv_slew = 0
fin_tns_setup_ns = 0
relSlewSlack_pct = 19.44
period_minus_slack_ns = 40.87
fin_skew_ns = 0.04730
fmaxAchievable_mhz = 24.47
hold_slack_ns = 0.5618
finalCritPeriodShare_pct = 76.68
rsz0062_at_grt = false
worst_slew_pin_slew_ns = 1.199
setup_viol = 0
finalHoldViolations = 0

[finish]
regArea_sq_um = 15720
nFillCells = 8877
drive_above_1_share_pct = 13.10
final_util_pct = 46.27
comb_area_sq_um = 20510
syn_to_final_growth_pct = 14.33

[floorplan]
dieArea_sq_um = 95790
rows = 112
die_w_microns = 309.5
design.core.area_sq_um = 93470
die_y_microns = 309.5
io_pins = 163
fp_util_pct = 40.47

[place]
hpwl_microns = 138800
gp_congestion = 1.107
port_buffers = 162

[setup_path]
crit_path_frequent_cell = fa_1
slowest_stage = clkdlybuf4s50_1
regToRegEndpoint = FlagsReg[2]
start_kind = input port
regToRegStartpoint = FlagsReg[2]
critPathArrivalTime_ns = 30.21
crit_family = adder cells
cp_max_fo = 52
slowest_delay_ns = 0.66
r2r_cells = 45
crit_required_ns = 42.64
path_buffers = 5
r2r_setup_slack_ns = 34.96
endpoint_kind = output pin
critPathKind = input port to output pin

[grt]
grt.total_usage_pct = 43.16
grt_pass1_vias = 34800
grt_first_pass_wirelength_microns = 271400
antenna_found_initial = 15
grt_max_degree = 134
overflow = 0

[yosys]
ys_warn_count = 3
ys_area_sq_um = 37820
postSynthSeqShare_pct = 41.55
top_cell = nand2_1
top_cell_area_share_pct = 39.85
async_reset_ff_share_pct = 0
syn_area_sq_um = 37820
ys_cells = 4157
area_leaders = edfxtp_1 40%, nand2_1 7.5%, o21ai_0 7.2%, mux4_2 4.0%, mux2i_1 3.7%
synthCells = 4157
edf_count = 502
ys_top_cells_by_count = 752 x nand2_1, 541 x o21ai_0, 502 x edfxtp_1
synth_cell_types = 105
avgSynthCellArea_sq_um = 9.099
yosysTopAreaCell = edfxtp_1
ff_type = edfxtp_1
ys_ff = 534

[pwr]
power_mw = 1.336
p_leak_nw = 15.43
peakVddDrop_mv = 0.02028
power_density_nw_per_um2 = 30.88

[routing]
totalWireLength_microns = 196400
firstDrtPassIters = 6
via_per_inst = 6.743
drc = 0
vias = 37050
wire_per_inst_microns = 35.74
detail_route.iter0.violations = 4230
drtAntennaViolNets = 0

[job]
drv_cap = 0
warnings = 35

[worst_hold_path]
hp-class = register to register
hold_start = u_reg_file.memory[498]
min_to = u_reg_file.memory[498]
min_path_cells = 2
==> layout make-up <==
class | instances | area share (%)
tap | 1254 | 3.628
timing repair buffer | 342 | 6.938
multi-input combinational | 3178 | 47.42
antenna | 10 | 0.05787
sequential | 534 | 36.34
inverter | 52 | 0.4513
clock inverter | 37 | 0.9721
clock buffer | 87 | 4.192
==> placed cells by master, fill, tap and decap left out, drive strengths merged, types with 62 or more instances in the layout <==
cell type      count
clkdlybuf4s50    155
nor2             161
nand3            138
edfxtp           502
clkbuf            87
mux2              92
mux2i            143
a21oi            226
a211oi           116
mux4              68
nand2            755
nor3              62
o21ai            604
xnor2             62
buf              187
==> logic make-up (layout without fill, tap and decap cells) <==
kind of cell    after synthesis  in the layout  share of synthesized area (%)
fa+ha+maj                    43             43                          1.962
simple gates               1397           1397                          16.91
xor+xnor                     79             79                          1.849
buf+inv                     445            518                          4.790
compound gates             1356           1356                          22.30
other cells                   0             10                              0
mux                         303            303                          10.65
flops                       534            534                          41.55
==> power breakdown <==
group | leakage (nW) | internal, mW | switching [mW]
clock | 1.08 | 0.270 | 0.203
combinational | 9.55 | 0.119 | 0.270
sequential | 4.80 | 0.466 | 0.00705
total | 15.4 | 0.855 | 0.480
==> through the flow <==
step / std cells / cell area, sq um / worst slack (ns)
finish: 5494 / 43250 / 12.43
global route: 5487 / 43230 / 12.00
CTS: 5484 / 43220 / 12.63
detailed placement: 5360 / 40990 / 12.68
global placement: 5360 / 40990 / 12.74
floorplan: 4157 / 37820 / 15.46
==> registers in the layout, indices dropped and copies added (netlist names) <==
register and cells:
u_reg_file.memory 501, PC 32, FlagsReg 1
==> layer usage <==
metal  routed length (microns)  part of all wire, %  GRT usage (%)
met4                     16340                  8.3          27.75
met2                     80270                   41          57.24
met5                       379                 0.19          2.528
met1                     68550                   35          54.59
met3                     30820                   16          24.67
==> worst max-delay path by stage <==
stage / cells after the start / to / slack [ns] / from
final: 45 / ALUResult[31] / 12.43 / Instr[25]
after CTS: 45 / ALUResult[31] / 12.63 / Instr[25]
after global routing: 45 / ALUResult[31] / 12.00 / Instr[25]
==> worst min-delay path, stage by stage, from the launching register on <==
cell and delay [ns]:
edfxtp_1 0.34, nand2_1 0.05, o21ai_0 0.06
Power is estimated from default activity; no workload was simulated.
